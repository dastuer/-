## design.v

```verilog
module BDPSK(
		clk,
		reset_n,
		clk_DA,
		blank_DA_n,
		sync_DA_n,
		re,
		data_PN,
		dataout
);
	input            clk       ;
	input            reset_n   ;
	output [ 7 : 0 ] dataout   ;
	output           clk_DA      ;  
	output           blank_DA_n  ;  
	output           sync_DA_n   ;  
	output  			  data_PN	;
	output			  re			;
	wire   [ 6 : 0 ] address   ;
	wire	 			  clk_o		;
	div_fre  DIV_FRE(					 
			.clk		  ( clk ),
			.reset_n   ( reset_n ),
			.clk_o	  ( clk_o )
	);
	PN_Seq PN_SEQ(						 
			.clk_o	  ( clk_o ), 	
			.reset_n	  ( reset_n ),        
			.data_PN   ( data_PN )
	);
	dif_encoder  DIF_ENCODER(		 
			.clk_o	  ( clk_o ),
			.reset_n	  ( reset_n ),
			.data_PN	  ( data_PN ),
			.re		  ( re )
	);
	Controller  CONTROLLER  (		 
			.clk       ( clk ),
			.reset_n   ( reset_n ),
			.re		  ( re ),
			.address   ( address  ),
			.clk_DA    ( clk_DA   ),
			.blank_DA_n(blank_DA_n),
			.sync_DA_n (sync_DA_n ),
	);
	LookUpTable LOOKUPTABLE (		 
			.clk       ( clk ),
			.reset_n   ( reset_n ),
			.address   ( address ),
			.dataout   ( dataout )
	);
endmodule
module Controller(
			clk,
			reset_n,
			re,
			address,
			clk_DA,
			blank_DA_n,
			sync_DA_n
);
	input            clk         ;
	input            reset_n     ;
	input 			  re			  ; 			 
	output [ 6 : 0 ] address     ;
	output           clk_DA      ;  
	output           blank_DA_n  ;  
	output           sync_DA_n   ;  
	reg    [ 6 : 0 ] address_data;
	reg    [ 6 : 0 ] count;
	reg    [ 6 : 0 ] countt;
	reg				  flag;
	always @( posedge clk or negedge reset_n )
	begin
	if( !reset_n )
	begin
		address_data <= 7'b0000000;
		count <= 7'b0;
		countt <= 7'b1000000;
	end
	else 
	begin 
		if( !re )
		begin
			if ( count == 7'b1111111 )
				count <= 0;	
			count <= count + 1'b1;
			address_data <= count;
			countt <= 7'b1000000;
		end
		else
		begin
			if ( countt == 7'b1111111 )
				countt <= 0;
			countt <= countt + 1'b1;
			address_data <= countt;
			count <= 7'b0;
		end
	end
	end
	assign address    = address_data;
	assign clk_DA     = clk;
	assign blank_DA_n = 1'b1;
	assign sync_DA_n  = 1'b1;
endmodule
module LookUpTable( 
			clk,
			reset_n,
			address,
			dataout
);
	input            clk;
	input            reset_n;
	input  [ 6 : 0 ] address;
	output [ 7 : 0 ] dataout;
	reg    [ 7 : 0 ] LUT     [ 0 : 127 ];
	always @( posedge clk or negedge reset_n )
	begin
		if( !reset_n )
		begin
			LUT[ 0 ]  <= 8'd134;
			LUT[ 1 ]  <= 8'd140;
			LUT[ 2 ]  <= 8'd146;
			LUT[ 3 ]  <= 8'd152;
			LUT[ 4 ]  <= 8'd159;
			LUT[ 5 ]  <= 8'd165;
			LUT[ 6 ]  <= 8'd171;
			LUT[ 7 ]  <= 8'd176;
			LUT[ 8 ]  <= 8'd182;
			LUT[ 9 ]  <= 8'd188;
			LUT[ 10 ]  <= 8'd193;
			LUT[ 11 ]  <= 8'd199;
			LUT[ 12 ]  <= 8'd204;
			LUT[ 13 ]  <= 8'd209;
			LUT[ 14 ]  <= 8'd213;
			LUT[ 15 ]  <= 8'd218;
			LUT[ 16 ]  <= 8'd222;
			LUT[ 17 ]  <= 8'd226;
			LUT[ 18 ]  <= 8'd230;
			LUT[ 19 ]  <= 8'd234;
			LUT[ 20 ]  <= 8'd237;
			LUT[ 21 ]  <= 8'd240;
			LUT[ 22 ]  <= 8'd243;
			LUT[ 23 ]  <= 8'd246;
			LUT[ 24 ]  <= 8'd248;
			LUT[ 25 ]  <= 8'd250;
			LUT[ 26 ]  <= 8'd252;
			LUT[ 27 ]  <= 8'd253;
			LUT[ 28 ]  <= 8'd254;
			LUT[ 29 ]  <= 8'd255;
			LUT[ 30 ]  <= 8'd255;
			LUT[ 31 ]  <= 8'd255;
			LUT[ 32 ]  <= 8'd255;
			LUT[ 33 ]  <= 8'd255;
			LUT[ 34 ]  <= 8'd254;
			LUT[ 35 ]  <= 8'd253;
			LUT[ 36 ]  <= 8'd252;
			LUT[ 37 ]  <= 8'd250;
			LUT[ 38 ]  <= 8'd248;
			LUT[ 39 ]  <= 8'd246;
			LUT[ 40 ]  <= 8'd243;
			LUT[ 41 ]  <= 8'd240;
			LUT[ 42 ]  <= 8'd237;
			LUT[ 43 ]  <= 8'd234;
			LUT[ 44 ]  <= 8'd230;
			LUT[ 45 ]  <= 8'd226;
			LUT[ 46 ]  <= 8'd222;
			LUT[ 47 ]  <= 8'd218;
			LUT[ 48 ]  <= 8'd213;
			LUT[ 49 ]  <= 8'd209;
			LUT[ 50 ]  <= 8'd204;
			LUT[ 51 ]  <= 8'd199;
			LUT[ 52 ]  <= 8'd193;
			LUT[ 53 ]  <= 8'd188;
			LUT[ 54 ]  <= 8'd182;
			LUT[ 55 ]  <= 8'd176;
			LUT[ 56 ]  <= 8'd171;
			LUT[ 57 ]  <= 8'd165;
			LUT[ 58 ]  <= 8'd159;
			LUT[ 59 ]  <= 8'd152;
			LUT[ 60 ]  <= 8'd146;
			LUT[ 61 ]  <= 8'd140;
			LUT[ 62 ]  <= 8'd134;
			LUT[ 63 ]  <= 8'd128;
			LUT[ 64 ]  <= 8'd121;
			LUT[ 65 ]  <= 8'd115;
			LUT[ 66 ]  <= 8'd109;
			LUT[ 67 ]  <= 8'd103;
			LUT[ 68 ]  <= 8'd96;
			LUT[ 69 ]  <= 8'd90;
			LUT[ 70 ]  <= 8'd84;
			LUT[ 71 ]  <= 8'd79;
			LUT[ 72 ]  <= 8'd73;
			LUT[ 73 ]  <= 8'd67;
			LUT[ 74 ]  <= 8'd62;
			LUT[ 75 ]  <= 8'd56;
			LUT[ 76 ]  <= 8'd51;
			LUT[ 77 ]  <= 8'd46;
			LUT[ 78 ]  <= 8'd42;
			LUT[ 79 ]  <= 8'd37;
			LUT[ 80 ]  <= 8'd33;
			LUT[ 81 ]  <= 8'd29;
			LUT[ 82 ]  <= 8'd25;
			LUT[ 83 ]  <= 8'd21;
			LUT[ 84 ]  <= 8'd18;
			LUT[ 85 ]  <= 8'd15;
			LUT[ 86 ]  <= 8'd12;
			LUT[ 87 ]  <= 8'd9;
			LUT[ 88 ]  <= 8'd7;
			LUT[ 89 ]  <= 8'd5;
			LUT[ 90 ]  <= 8'd3;
			LUT[ 91 ]  <= 8'd2;
			LUT[ 92 ]  <= 8'd1;
			LUT[ 93 ]  <= 8'd0;
			LUT[ 94 ]  <= 8'd0;
			LUT[ 95 ]  <= 8'd0;
			LUT[ 96 ]  <= 8'd0;
			LUT[ 97 ]  <= 8'd0;
			LUT[ 98 ]  <= 8'd1;
			LUT[ 99 ]  <= 8'd2;
			LUT[ 100 ]  <= 8'd3;
			LUT[ 101 ]  <= 8'd5;
			LUT[ 102 ]  <= 8'd7;
			LUT[ 103 ]  <= 8'd9;
			LUT[ 104 ]  <= 8'd12;
			LUT[ 105 ]  <= 8'd15;
			LUT[ 106 ]  <= 8'd18;
			LUT[ 107 ]  <= 8'd21;
			LUT[ 108 ]  <= 8'd25;
			LUT[ 109 ]  <= 8'd29;
			LUT[ 110 ]  <= 8'd33;
			LUT[ 111 ]  <= 8'd37;
			LUT[ 112 ]  <= 8'd42;
			LUT[ 113 ]  <= 8'd46;
			LUT[ 114 ]  <= 8'd51;
			LUT[ 115 ]  <= 8'd56;
			LUT[ 116 ]  <= 8'd62;
			LUT[ 117 ]  <= 8'd67;
			LUT[ 118 ]  <= 8'd73;
			LUT[ 119 ]  <= 8'd79;
			LUT[ 120 ]  <= 8'd84;
			LUT[ 121 ]  <= 8'd90;
			LUT[ 122 ]  <= 8'd96;
			LUT[ 123 ]  <= 8'd103;
			LUT[ 124 ]  <= 8'd109;
			LUT[ 125 ]  <= 8'd115;
			LUT[ 126 ]  <= 8'd121;
			LUT[ 127 ]  <= 8'd127;
		end
	end
	assign dataout = LUT[ address ];
endmodule
module PN_Seq(
	clk_o, 	 
	reset_n,           	
	data_PN   
);
input clk_o;	 
input reset_n; 
output data_PN; 
reg    [ 7 : 0 ] c;  
always @( posedge clk_o or negedge reset_n ) 
 begin 
 if( !reset_n )  
 begin  
 c <= 8'b0000_0001; 
 end 
 else  
 begin 
 c[ 7 ] <= c[ 6 ];  
 c[ 6 ] <= c[ 5 ]; 
 c[ 5 ] <= c[ 4 ]; 
 c[ 4 ] <= c[ 3 ]; 
 c[ 3 ] <= c[ 2 ]; 
 c[ 2 ] <= c[ 1 ]; 
 c[ 1 ] <= c[ 0 ]; 
 c[ 0 ] <= c[ 2 ] ^ c[ 3 ] ^ c[ 4 ] ^ c[ 7 ];
 end 
 end 
 assign data_PN = c[ 0 ];  
endmodule
module dif_encoder(
		clk_o,
		reset_n,
		data_PN,
		re
);
	input 	clk_o;
	input 	reset_n;
	input 	data_PN;
	output 	re;
	reg		temp;
	always @( posedge clk_o or negedge reset_n )
	begin
		if ( !reset_n )
		begin
			temp <= 1;
		end
		else
		begin
			temp <= temp ^ data_PN;
		end
	end
	assign re = temp;
endmodule
module div_fre(
		clk,
		reset_n,
		clk_o
);
	input					clk;
	input 				reset_n;
	output reg 			clk_o;
	reg 	[ 9 : 0 ] 	cnt;		
	parameter			N = 128;
	initial
	begin
						cnt <= 10'b0;
						clk_o	<= 1'b0;
	end
	always @( posedge clk or negedge reset_n )
	begin
		if( !reset_n )
		begin
			clk_o <= 0;
			cnt <= 0;
		end
		else if( cnt == N/2 - 1 )
		begin
			cnt <= 10'b0;
			clk_o <= ~ clk_o;
		end
		else
		begin
			cnt <= cnt + 10'b1;
		end
	end
endmodule
```

## run.sh

```bash
#!/bin/bash
# OpenROAD 26Q1-2900-gdf79404cd8, Yosys 0.63+post, stock flow scripts
make -C /OpenROAD-flow-scripts/flow DESIGN_CONFIG=/design/flow/config.mk WORK_HOME=/design/flow/orfs finish
```

## config.mk

```make
export PLATFORM = sky130hd
export DESIGN_NAME = BDPSK
export DESIGN_NICKNAME = BDPSK
export VERILOG_FILES = /design/flow/design.v
export SDC_FILE = /design/flow/constraint.sdc
export NUM_CORES = 4
export LEC_CHECK = 1
export CORE_UTILIZATION = 50
```

## constraint.sdc

```tcl
current_design BDPSK

set clk_period 5.7
set clk_io_pct 0.2

create_clock -name clk0 -period $clk_period [get_ports {clk}]

set non_clock_inputs [all_inputs -no_clocks]
set_input_delay [expr $clk_period * $clk_io_pct] -clock clk0 $non_clock_inputs
set_output_delay [expr $clk_period * $clk_io_pct] -clock clk0 [all_outputs]
```

==> qor.yml <==
arrival_ps: 3710
cpLargestDelayFamily: "AND-OR/OR-AND gates"
grt_max_degree: 52
syn_area_um2: 3550
tritoncts: "yes"
ys_types: 69
viasPerCell: 6.74
min_period_ps: 4850
final_common_cell: "dfrtp_1"
rsz0062_at_grt: "no"
untimed_endpoints: 11
antenna_found_initial: 0
grt_pass1_wl_mm: 17.1
cp-end-kind: "primary output"
period_used_pct: 85.1
fin_setup_tns_ps: 0
grt_overflow_total: 0
ys_cells: 427
finClkSkew_ps: 5.37
worstMarginPinSlew_ps: 912
clkTransAtPathRegs_ps: 60
routed_wl_mm: 10.6
drt_first_pass_iters: 5
dr.first_iter.drc_count: 327
crit_buf_inv: 2
unclocked_regs: 9
chip_area_um2: 7450
io_pins: 15
cp.required_ps: 4560
maxSlewHeadroom_pct: 37.7
p_leak_uw: 0.00148
fmax_mhz: 206
cts_resized: 0
critPathSlowestCell: "a2111oi_0"
fillers: 640
core-area_um2: 6830
start_kind: "flip-flop"
vias: 3450
crit_chain: "buf_4 > or2_1 > a22oi_1 > o21ai_0 > and3_1 > a2111oi_0 > nand4_1 > clkdlybuf4s50_1"
fp-utilization_pct: 52.0
drv_slew: 0
ys_area_um2: 3550
io_buffers: 12
synthArstFlopShare_pct: 100
criticalPathCategory: "flip-flop to primary output"
max_stage_delay_ps: 810
ys_seq_share_pct: 29.0
p_per_area_nw_per_um2: 126
clock_latency_ps: 380
hold_buffers: 0
cp_max_fo: 19
drive_above_1_share_pct: 9.86
ys.flops: 41
warnings: 26
timing.max_cap.violations: 0
status: "finished clean"
rows: 30
syn-instance-count: 427
dp_hpwl_mm: 7.59
antenna_left: 0
yosysWarnings: 6
finalWeightedCongestion: 0.995
die_width_um: 86.3
drc: 0
vdd_drop_max_uv: 129
diodes: 0
finalPower_uw: 472
grt_pass1_vias: 3162
synth-edff-count: 0
finalSetupViolCount: 0
syn2layout_area_growth_pct: 5.53
hold_class: "flip-flop to flip-flop"
die_y_um: 86.3
flop_cell: "dfrtp_1"
wl_per_cell_um: 20.7
hold_violations: 0
grtUsageTotal_pct: 30.8
synth_area_per_cell_um2: 8.32
post-cts-setup-buffers: 0
final_cell_mix: "dfrtp_1, nand2_1, nand3_1, nor2_1, o21ai_0"
## through the flow
stage	cell area [um2]	std cells	hold WS [ps]	setup WS [ps]	util (%)
global route	3750	512	499	563	54.9
detailed placement	3620	501	472	1330	53.0
CTS	3750	512	491	920	54.9
floorplan	3560	428	447	1610	-
global placement	3620	501	461	1210	53.0
finish	3750	512	486	852	54.9
## flip-flops by register name (all words and copies together), names as in the netlist
signal	count
DIV_FRE.clk_o	1
CONTROLLER.count	7
CONTROLLER.address_data	7
DIF_ENCODER.temp	1
CONTROLLER.countt	7
DIV_FRE.cnt	10
PN_SEQ.c	8
## layout make-up
| type | instances | area [um2] | area share (%) |
|---|---|---|---|
| flip-flops and latches | 41 | 1030 | 27.5 |
| multi-input cells | 336 | 2250 | 60.1 |
| repair buffers | 22 | 188 | 5.00 |
| inverters | 5 | 18.8 | 0.500 |
| clock buffers | 12 | 141 | 3.77 |
| well taps | 96 | 120 | 3.20 |
## cells in the mapped netlist (3+ instances only)
cell type / instances / area [um2]
a22o_1: 3 / 26.3
a221oi_1: 3 / 26.3
clkbuf_1: 14 / 52.6
nand2_1: 24 / 90.1
ha_1: 3 / 37.5
dfrtp_1: 38 / 951
nor3_1: 14 / 70.1
xnor2_1: 13 / 114
nand3b_1: 7 / 52.6
nor4b_1: 3 / 26.3
dfstp_2: 3 / 78.8
nand4_1: 8 / 50.1
inv_1: 3 / 11.3
buf_4: 7 / 52.6
mux2_2: 6 / 67.6
a21oi_1: 11 / 55.1
nand3_1: 24 / 120
mux2i_1: 3 / 30.0
and3b_1: 3 / 26.3
nand2b_1: 11 / 68.8
and3_1: 13 / 81.3
a211oi_1: 6 / 45.0
o211ai_1: 8 / 60.1
o22ai_1: 9 / 56.3
nor3b_1: 3 / 22.5
nor2_1: 23 / 86.3
buf_2: 22 / 110
a32oi_1: 9 / 78.8
a22oi_1: 6 / 45.0
nor2b_1: 16 / 100
or2_2: 4 / 25.0
o311ai_0: 3 / 26.3
and2_1: 11 / 68.8
or3b_2: 4 / 35.0
o32ai_1: 7 / 61.3
o21ai_0: 23 / 115
xor2_1: 16 / 140
## cells by family after synthesis
logic type	Yosys count	synth area share [%]
simple gates	180	28.6
compound gates	113	23.7
buf+inv	51	7.74
flops	41	29.0
xor+xnor	29	7.15
mux	9	2.75
fa+ha+maj	3	1.06
other cells	1	0.105
## per-layer routing
layer  vias to the layer above  GRT usage [%]  share of wire [%]
li1                       1571              -                  -
met3                        29           8.21                9.1
met4                         0           12.1                3.5
met2                       192           39.2                 39
met1                      1658           49.9                 48
met5                         -              0                  0
## report_power, final
part	internal, uW	total [uW]	switching [uW]
Clock	154	239	85.0
Sequential	227	227	0
Combinational	0.694	5.89	5.20
Total	382	472	90.2
## worst paths after layout
path	startpoint	to	slack, ps	cells after the start
min reg2reg	DIV_FRE.cnt[0]	DIV_FRE.cnt[0]	490	1
max	CONTROLLER.address_data[1]	dataout[1]	850	8
max in group asynchronous	reset_n	CONTROLLER.countt[6]	4540	2
min	DIV_FRE.cnt[0]	DIV_FRE.cnt[0]	490	1
max reg2reg	DIV_FRE.cnt[0]	DIV_FRE.clk_o	4140	5
min in group asynchronous	reset_n	CONTROLLER.countt[2]	800	2
