<file path="design.v">
module Controller(
			clk,
			reset_n,
			re,
			address,
			clk_DA,
			blank_DA_n,
			sync_DA_n
);
	input            clk         ;
	input            reset_n     ;
	input 			  re			  ; 			 
	output [ 6 : 0 ] address     ;
	output           clk_DA      ;  
	output           blank_DA_n  ;  
	output           sync_DA_n   ;  
	reg    [ 6 : 0 ] address_data;
	reg    [ 6 : 0 ] count;
	reg    [ 6 : 0 ] countt;
	reg				  flag;
	always @( posedge clk or negedge reset_n )
	begin
	if( !reset_n )
	begin
		address_data <= 7'b0000000;
		count <= 7'b0;
		countt <= 7'b1000000;
	end
	else 
	begin 
		if( !re )
		begin
			if ( count == 7'b1111111 )
				count <= 0;	
			count <= count + 1'b1;
			address_data <= count;
			countt <= 7'b1000000;
		end
		else
		begin
			if ( countt == 7'b1111111 )
				countt <= 0;
			countt <= countt + 1'b1;
			address_data <= countt;
			count <= 7'b0;
		end
	end
	end
	assign address    = address_data;
	assign clk_DA     = clk;
	assign blank_DA_n = 1'b1;
	assign sync_DA_n  = 1'b1;
endmodule
module LookUpTable( 
			clk,
			reset_n,
			address,
			dataout
);
	input            clk;
	input            reset_n;
	input  [ 6 : 0 ] address;
	output [ 7 : 0 ] dataout;
	reg    [ 7 : 0 ] LUT     [ 0 : 127 ];
	always @( posedge clk or negedge reset_n )
	begin
		if( !reset_n )
		begin
			LUT[ 0 ]  <= 8'd134;
			LUT[ 1 ]  <= 8'd140;
			LUT[ 2 ]  <= 8'd146;
			LUT[ 3 ]  <= 8'd152;
			LUT[ 4 ]  <= 8'd159;
			LUT[ 5 ]  <= 8'd165;
			LUT[ 6 ]  <= 8'd171;
			LUT[ 7 ]  <= 8'd176;
			LUT[ 8 ]  <= 8'd182;
			LUT[ 9 ]  <= 8'd188;
			LUT[ 10 ]  <= 8'd193;
			LUT[ 11 ]  <= 8'd199;
			LUT[ 12 ]  <= 8'd204;
			LUT[ 13 ]  <= 8'd209;
			LUT[ 14 ]  <= 8'd213;
			LUT[ 15 ]  <= 8'd218;
			LUT[ 16 ]  <= 8'd222;
			LUT[ 17 ]  <= 8'd226;
			LUT[ 18 ]  <= 8'd230;
			LUT[ 19 ]  <= 8'd234;
			LUT[ 20 ]  <= 8'd237;
			LUT[ 21 ]  <= 8'd240;
			LUT[ 22 ]  <= 8'd243;
			LUT[ 23 ]  <= 8'd246;
			LUT[ 24 ]  <= 8'd248;
			LUT[ 25 ]  <= 8'd250;
			LUT[ 26 ]  <= 8'd252;
			LUT[ 27 ]  <= 8'd253;
			LUT[ 28 ]  <= 8'd254;
			LUT[ 29 ]  <= 8'd255;
			LUT[ 30 ]  <= 8'd255;
			LUT[ 31 ]  <= 8'd255;
			LUT[ 32 ]  <= 8'd255;
			LUT[ 33 ]  <= 8'd255;
			LUT[ 34 ]  <= 8'd254;
			LUT[ 35 ]  <= 8'd253;
			LUT[ 36 ]  <= 8'd252;
			LUT[ 37 ]  <= 8'd250;
			LUT[ 38 ]  <= 8'd248;
			LUT[ 39 ]  <= 8'd246;
			LUT[ 40 ]  <= 8'd243;
			LUT[ 41 ]  <= 8'd240;
			LUT[ 42 ]  <= 8'd237;
			LUT[ 43 ]  <= 8'd234;
			LUT[ 44 ]  <= 8'd230;
			LUT[ 45 ]  <= 8'd226;
			LUT[ 46 ]  <= 8'd222;
			LUT[ 47 ]  <= 8'd218;
			LUT[ 48 ]  <= 8'd213;
			LUT[ 49 ]  <= 8'd209;
			LUT[ 50 ]  <= 8'd204;
			LUT[ 51 ]  <= 8'd199;
			LUT[ 52 ]  <= 8'd193;
			LUT[ 53 ]  <= 8'd188;
			LUT[ 54 ]  <= 8'd182;
			LUT[ 55 ]  <= 8'd176;
			LUT[ 56 ]  <= 8'd171;
			LUT[ 57 ]  <= 8'd165;
			LUT[ 58 ]  <= 8'd159;
			LUT[ 59 ]  <= 8'd152;
			LUT[ 60 ]  <= 8'd146;
			LUT[ 61 ]  <= 8'd140;
			LUT[ 62 ]  <= 8'd134;
			LUT[ 63 ]  <= 8'd128;
			LUT[ 64 ]  <= 8'd121;
			LUT[ 65 ]  <= 8'd115;
			LUT[ 66 ]  <= 8'd109;
			LUT[ 67 ]  <= 8'd103;
			LUT[ 68 ]  <= 8'd96;
			LUT[ 69 ]  <= 8'd90;
			LUT[ 70 ]  <= 8'd84;
			LUT[ 71 ]  <= 8'd79;
			LUT[ 72 ]  <= 8'd73;
			LUT[ 73 ]  <= 8'd67;
			LUT[ 74 ]  <= 8'd62;
			LUT[ 75 ]  <= 8'd56;
			LUT[ 76 ]  <= 8'd51;
			LUT[ 77 ]  <= 8'd46;
			LUT[ 78 ]  <= 8'd42;
			LUT[ 79 ]  <= 8'd37;
			LUT[ 80 ]  <= 8'd33;
			LUT[ 81 ]  <= 8'd29;
			LUT[ 82 ]  <= 8'd25;
			LUT[ 83 ]  <= 8'd21;
			LUT[ 84 ]  <= 8'd18;
			LUT[ 85 ]  <= 8'd15;
			LUT[ 86 ]  <= 8'd12;
			LUT[ 87 ]  <= 8'd9;
			LUT[ 88 ]  <= 8'd7;
			LUT[ 89 ]  <= 8'd5;
			LUT[ 90 ]  <= 8'd3;
			LUT[ 91 ]  <= 8'd2;
			LUT[ 92 ]  <= 8'd1;
			LUT[ 93 ]  <= 8'd0;
			LUT[ 94 ]  <= 8'd0;
			LUT[ 95 ]  <= 8'd0;
			LUT[ 96 ]  <= 8'd0;
			LUT[ 97 ]  <= 8'd0;
			LUT[ 98 ]  <= 8'd1;
			LUT[ 99 ]  <= 8'd2;
			LUT[ 100 ]  <= 8'd3;
			LUT[ 101 ]  <= 8'd5;
			LUT[ 102 ]  <= 8'd7;
			LUT[ 103 ]  <= 8'd9;
			LUT[ 104 ]  <= 8'd12;
			LUT[ 105 ]  <= 8'd15;
			LUT[ 106 ]  <= 8'd18;
			LUT[ 107 ]  <= 8'd21;
			LUT[ 108 ]  <= 8'd25;
			LUT[ 109 ]  <= 8'd29;
			LUT[ 110 ]  <= 8'd33;
			LUT[ 111 ]  <= 8'd37;
			LUT[ 112 ]  <= 8'd42;
			LUT[ 113 ]  <= 8'd46;
			LUT[ 114 ]  <= 8'd51;
			LUT[ 115 ]  <= 8'd56;
			LUT[ 116 ]  <= 8'd62;
			LUT[ 117 ]  <= 8'd67;
			LUT[ 118 ]  <= 8'd73;
			LUT[ 119 ]  <= 8'd79;
			LUT[ 120 ]  <= 8'd84;
			LUT[ 121 ]  <= 8'd90;
			LUT[ 122 ]  <= 8'd96;
			LUT[ 123 ]  <= 8'd103;
			LUT[ 124 ]  <= 8'd109;
			LUT[ 125 ]  <= 8'd115;
			LUT[ 126 ]  <= 8'd121;
			LUT[ 127 ]  <= 8'd127;
		end
	end
	assign dataout = LUT[ address ];
endmodule
module Carrier_Generator(
			clk,
			reset_n,
			clk_DA,
			blank_DA_n,
			sync_DA_n,
			dataout
);
	input            clk       ;
	input            reset_n   ;
	output           clk_DA    ;  
	output           blank_DA_n;  
	output           sync_DA_n ;  
	output [ 7 : 0 ] dataout   ;
	wire   [ 4 : 0 ] address   ;
	Controller  CONTROLLER  (
			.clk       ( clk ),
			.reset_n   ( reset_n ),
			.address   ( address ),
			.clk_DA    ( clk_DA ),
			.blank_DA_n( blank_DA_n ),
			.sync_DA_n ( sync_DA_n )
	);
	LookUpTable LOOKUPTABLE (
			.clk       ( clk ),
			.reset_n   ( reset_n ),
			.address   ( address ),
			.dataout   ( dataout )
	);
endmodule
</file>
<file path="run.sh">
#!/bin/bash
# OpenROAD 26Q1-2900-gdf79404cd8, Yosys 0.63+post, stock flow scripts
make -C /OpenROAD-flow-scripts/flow DESIGN_CONFIG=/design/flow/config.mk WORK_HOME=/design/flow/orfs finish
</file>
<file path="config.mk">
export PLATFORM = sky130hd
export DESIGN_NAME = Carrier_Generator
export DESIGN_NICKNAME = Carrier_Generator
export VERILOG_FILES = /design/flow/design.v
export SDC_FILE = /design/flow/constraint.sdc
export NUM_CORES = 4
export LEC_CHECK = 1
export CORE_AREA = 10 10 83 83
export DIE_AREA = 0 0 93 93
</file>
<file path="constraint.sdc">
current_design Carrier_Generator

set clk_period 2.6
set clk_io_pct 0.2

create_clock -name clk0 -period $clk_period [get_ports {clk}]

set non_clock_inputs [all_inputs -no_clocks]
set_input_delay [expr $clk_period * $clk_io_pct] -clock clk0 $non_clock_inputs
set_output_delay [expr $clk_period * $clk_io_pct] -clock clk0 [all_outputs]
</file>
==> results.txt <==
Area Overhead vs Synth - 34.9%
Fill cell instance count of the final layout - 599
MaxCap Viol Count - 0
GR met1 Demand/Resource - 0.0398
Total power per unit cell area - 520 mW/mm2
Final hold violation count - 0
Maximum fanout count along the critical path - 12
Data required time at the worst endpoint - 2.08 ns
Final Routed Wirelength - 1410 um
Count of TritonRoute iterations in the first routing pass - 2
Via-to-Cell Ratio - 3.54
Post-CTS clock slew at the launch and capture registers of the worst setup and hold paths - 0.05 ns
Yosys warning total - 6
Final setup violation count - 0
Timing-limited maximum frequency - 0.401 GHz
Count of mapped cells out of synthesis - 76
Post-DP Area - 817 um2
Yosys top cell by area - sky130_fd_sc_hd__dfrtp_1
Final ANT Viol Nets - 0
Antenna violations before repair - 0
Wire length of the first global-routing pass - 2320 um
Number of DRC markers after the initial detailed-route iteration - 36
Final worst-path cycle share - 0.958
Post-route minimum period - 2.49 ns
Total grt overflow - 0
Fraction of the yosys area taken by sequential cells - 0.356
Final estimated routing congestion in global placement - 0.751
TritonCTS clock tree - done
Worst Hold Depth - 0
Input/output buffers - 9
Ports - 13
Post-layout instance area - 948 um2
DPL Wire Length - 959 um
Die W - 93 um
Summed negative setup slack over all endpoints - 0 ns
Gr usage total - 0.0314
Crit path capture type - output pin
Vias post-DR - 559
Clk ins delay skew pair - 0.33 ns
Wirelength per Cell - 8.92 um
GR met3 Demand/Resource - 0.0137
Final instance count without filler cells - 158
Final routed DRC violation total - 0
Average size of a mapped cell - 9.25 um2
Area share of the largest cell type after synthesis - 0.356
Setup crit start kind - register
Synthesized area - 703 um2
Worst hold path class - reg -> reg
Count of different cell masters after synthesis - 35
Status - finished, final reports clean
Worst supply voltage drop on vdd - 0.506 mV
Floorplan die area - 0.00865 mm2
Largest net degree at the start of global routing - 19
Init Core Util - 0.137
RSZ-0062 raised after global routing - no
Synth flops - 10
Vias in the first global route - 517
Total power after layout - 0.493 mW
Arrival time reported for the critical path endpoint - 1.97 ns
Cell count after placement - 147
Post-cts hold-fix buffer tally - 0
Worst R2R Path Depth - 3
Die Height - 93 um
Standby leakage power - 0.412 nW
N_diodes - 0
Sequential cell area - 255 um2
Yosys-reported design area after synthesis - 703 um2
Logic cell area - 367 um2
Core region area - 0.00514 mm2
Ranking of synthesized cells by area - sky130_fd_sc_hd__dfrtp_1, sky130_fd_sc_hd__buf_4, sky130_fd_sc_hd__mux2i_1
Setup Skew - 0.00145 ns
Met2 Usage GRT - 0.0467
Number of warnings the tools reported - 26
Final Max Tran Viols - 0
Cell count in the Yosys report - 76
Standard-cell row count - 26
Share of final-layout standard cells stronger than drive strength 1 - 0.239
Setup CP Type - reg -> out
GR peak layer - met2
==> layout by cell type (no fill, tap or decap) <==
cell	instances
sky130_fd_sc_hd__clkdlybuf4s50_1	9
sky130_fd_sc_hd__clkbuf_8	7
sky130_fd_sc_hd__dfrtp_1	6
sky130_fd_sc_hd__a21oi_1	5
sky130_fd_sc_hd__nand2_1	5
sky130_fd_sc_hd__dfrtp_2	4
sky130_fd_sc_hd__inv_1	4
sky130_fd_sc_hd__mux2i_1	4
sky130_fd_sc_hd__buf_4	4
sky130_fd_sc_hd__nor2_1	3
sky130_fd_sc_hd__nand3_1	3
sky130_fd_sc_hd__o21ai_0	3
sky130_fd_sc_hd__conb_1	3
sky130_fd_sc_hd__xnor2_1	2
sky130_fd_sc_hd__nor2b_1	2
sky130_fd_sc_hd__o21ai_2	2
sky130_fd_sc_hd__xor2_1	2
sky130_fd_sc_hd__o32a_1	1
sky130_fd_sc_hd__nand2b_4	1
sky130_fd_sc_hd__o2bb2ai_1	1
sky130_fd_sc_hd__a32o_1	1
sky130_fd_sc_hd__a21oi_2	1
sky130_fd_sc_hd__o311ai_1	1
sky130_fd_sc_hd__or2_1	1
sky130_fd_sc_hd__o21ai_1	1
sky130_fd_sc_hd__a31oi_1	1
sky130_fd_sc_hd__a21boi_0	1
sky130_fd_sc_hd__o22a_1	1
sky130_fd_sc_hd__or2b_1	1
sky130_fd_sc_hd__and3_1	1
sky130_fd_sc_hd__a221oi_2	1
sky130_fd_sc_hd__o21a_1	1
sky130_fd_sc_hd__a22oi_1	1
sky130_fd_sc_hd__nand2b_1	1
sky130_fd_sc_hd__o221ai_1	1
sky130_fd_sc_hd__ha_1	1
sky130_fd_sc_hd__clkbuf_4	1
==> Yosys cell counts <==
master                       n
sky130_fd_sc_hd__o2bb2ai_1   1
sky130_fd_sc_hd__a21boi_0    1
sky130_fd_sc_hd__dfrtp_1    10
sky130_fd_sc_hd__xor2_1      2
sky130_fd_sc_hd__nand2b_1    1
sky130_fd_sc_hd__ha_1        1
sky130_fd_sc_hd__or2b_1      1
sky130_fd_sc_hd__o22a_1      1
sky130_fd_sc_hd__o21ai_1     1
sky130_fd_sc_hd__inv_1       4
sky130_fd_sc_hd__buf_2       3
sky130_fd_sc_hd__mux2i_1     4
sky130_fd_sc_hd__buf_4       7
sky130_fd_sc_hd__conb_1      1
sky130_fd_sc_hd__o21ai_0     3
sky130_fd_sc_hd__o21ai_2     2
sky130_fd_sc_hd__nor2_1      3
sky130_fd_sc_hd__a22oi_1     1
sky130_fd_sc_hd__o21a_1      1
sky130_fd_sc_hd__and3_1      1
sky130_fd_sc_hd__a31oi_1     1
sky130_fd_sc_hd__o311ai_1    1
sky130_fd_sc_hd__o221ai_1    1
sky130_fd_sc_hd__buf_6       1
sky130_fd_sc_hd__xnor2_1     2
sky130_fd_sc_hd__nand2_1     5
sky130_fd_sc_hd__a32o_1      1
sky130_fd_sc_hd__a221oi_2    1
sky130_fd_sc_hd__or2_1       1
sky130_fd_sc_hd__a21oi_2     1
sky130_fd_sc_hd__o32a_1      1
sky130_fd_sc_hd__a21oi_1     5
sky130_fd_sc_hd__nor2b_1     2
sky130_fd_sc_hd__nand3_1     3
sky130_fd_sc_hd__nand2b_4    1
==> metrics by stage <==
step | setup WS (ns) | hold slack (ns) | utilization
detailed placement | 0.271 | 0.383 | 0.159
floorplan | 0.682 | 0.224 | -
CTS | 0.0364 | 0.399 | 0.178
global placement | 0.268 | 0.383 | 0.159
finish | 0.109 | 0.393 | 0.185
global route | 0.000351 | 0.412 | 0.185
==> worst max-delay path, stage by stage (launching register included) <==
cell and delay [ns]:
sky130_fd_sc_hd__dfrtp_2 0.48, sky130_fd_sc_hd__nand2b_4 0.19, sky130_fd_sc_hd__and3_1 0.19, sky130_fd_sc_hd__a221oi_2 0.17
sky130_fd_sc_hd__o21a_1 0.15, sky130_fd_sc_hd__clkdlybuf4s50_1 0.47
==> flip-flops by register name (all words and copies together), names as in the netlist <==
name / count
CONTROLLER.address_data: 5
CONTROLLER.count: 5
==> power by group <==
part	internal (mW)	switching, mW
combinational	0.00133	0.00296
sequential	0.156	0
clock	0.256	0.0774
total	0.413	0.0803
==> cell families after synthesis <==
family,after synthesis,synth area share
buffers and inverters,15,0.133
flip-flops,10,0.356
AND/OR/NAND/NOR,18,0.139
XOR/XNOR,4,0.0498
other,1,0.00533
AND-OR/OR-AND,23,0.242
multiplexers,4,0.0569
adder cells (fa/ha/maj),1,0.0178
==> cell type report <==
cell class              count  area share
repair buffers             13       0.124
flip-flops and latches     10       0.269
well taps                  70      0.0923
inverters                   4      0.0158
clock buffers               8       0.112
multi-input cells          53       0.387
==> what timing repair did <==
item                       in CTS  in global routing
setup buffers                   0                  4
setup endpoints to repair       2                  3
resized                         3                  1
pin swaps                       0                  0
==> per-layer routing <==
| layer | vias up | part of all wire | wire [um] |
|---|---|---|---|
| met1 | 254 | 0.49 | 686 |
| met5 | - | 0 | 0 |
| li1 | 280 | - | - |
| met3 | 9 | 0.064 | 90 |
| met2 | 16 | 0.42 | 590 |
| met4 | 0 | 0.030 | 42 |
==> final timing paths <==
check	start	to	slack, ns
max	CONTROLLER.address_data[0]	dataout[4]	0.11
min	CONTROLLER.count[4]	CONTROLLER.address_data[4]	0.39
max reg2reg	CONTROLLER.count[0]	CONTROLLER.count[4]	1.64
min reg2reg	CONTROLLER.count[4]	CONTROLLER.address_data[4]	0.39
max in group asynchronous	reset_n	CONTROLLER.address_data[0]	1.78
min in group asynchronous	reset_n	CONTROLLER.count[3]	0.49
No activity file was given, so power comes from the tool's default toggle rates.
